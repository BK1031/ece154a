<file path="./design.v">
module alu(input [31:0] a, b,
    input [2:0] f,
    output [31:0] result,
    output zero,
    output overflow,
    output carry,
    output negative);
    reg [31:0] y;
    reg [31:0] z;
    wire [32:0] sum;
    assign sum = a + z;
    assign result = y;
    assign zero = ~|y;
    assign overflow = (a[31] ^ sum[31]) & (f[0] ^ a[31] ^ b[31]) & f[1];
    assign carry = sum[32] & !f[1] & !f[2];
    assign negative = y[31];
    always @(*) begin
        case (f[0])
            1'b0: z = b;
            1'b1: z = ~b + 32'b1;
        endcase
    end
    always @(*) begin
        case (f)
            3'b000: y = sum[31:0];
            3'b001: y = sum[31:0];
            3'b010: y = a & b;
            3'b011: y = a | b;
            3'b101: y = (sum[31] ^ overflow) ? 32'b1 : 32'b0;
            default: y = 32'b0;
        endcase
    end
endmodule
</file>
<file path="./run.sh">
#!/bin/bash
# OpenROAD 26Q1-2900-gdf79404cd8, Yosys 0.63+post, stock flow scripts
make -C /OpenROAD-flow-scripts/flow DESIGN_CONFIG=/design/flow/config.mk WORK_HOME=/design/flow/orfs finish
</file>
<file path="./config.mk">
export PLATFORM = sky130hd
export DESIGN_NAME = alu
export DESIGN_NICKNAME = alu
export VERILOG_FILES = /design/flow/design.v
export SDC_FILE = /design/flow/constraint.sdc
export NUM_CORES = 4
export LEC_CHECK = 1
export CORE_UTILIZATION = 50
</file>
<file path="./constraint.sdc">
current_design alu

set clk_period 18.3
set clk_io_pct 0.2

create_clock -name clk0 -period $clk_period

set non_clock_inputs [all_inputs -no_clocks]
set_input_delay [expr $clk_period * $clk_io_pct] -clock clk0 $non_clock_inputs
set_output_delay [expr $clk_period * $clk_io_pct] -clock clk0 [all_outputs]
</file>
==> impl_metrics.ini <==
; physical design summary
[floorplan]
ios = 103
fp_util = 0.5317
die.size.y_um = 87.94
fp-row-count = 30
core_um2 = 6944
dieArea_um2 = 7733
die_w_um = 87.94

[critical_path]
path_class = in2out
cp.depth = 20
critPathMaxStageDelay_ps = 560
critPathCaptureType = primary output
crit_fanout = 8
crit_top_cell = nor4_1
required_ps = 14640
crit_family = simple AND/OR/NAND/NOR gates
worstPathArrival_ps = 9990
worst-path-buf-inv = 2
startpoint_type = primary input
path_cells = clkdlybuf4s50_1 > nor4_1 > nand2_1 > or4_4 > or4_4 > or3_4 > o31ai_1 > xnor2_1 > ha_1 > a211oi_1 > nor2_1 > a211oi_1 > mux2_2 > a211o_1 > nor4_1 > nand3_1 > nor4_1 > nand4_1 > a2111oi_2 > clkdlybuf4s50_1
cp_slowest_cell = or4_4

[min_path]
hold_depth = 4
holdCritPathClass = in2out

[sta]
final_max_slew_viol_count = 0
hold_viol = 0
slew_headroom = 0.5608
final.setup.tns_ps = 0
rsz0062_at_grt = no
fmax_mhz = 73.28
min_period_over_period = 0.7457
period_minus_slack_ps = 13650
tightest_slew_ps = 651.9
fin_ws_ps = 4654
whs_ps = 8354
finalSetupViolCount = 0

[layout]
n_clock_buffer = 0
flop-count = 0
nFillCells = 574
regArea_um2 = 0
area_growth_pct = 28.60
layout-drive-gt1-share = 0.03968
postLayoutCellArea_um2 = 4748

[yosys]
most_common_cell = nand2_1
ys_seq_frac = 0
top_cell_area_share = 0.1186
yosysChipArea_um2 = 3692
area_leaders = ha_1 (12%), xnor2_1 (9.7%), o21ai_0 (6.6%)
yosysCellCount = 555
yosys_warnings = 1
common_cells = nand2_1 (63), o21ai_0 (49), a21oi_1 (41), xnor2_1 (41), ha_1 (35)
avgSynthCellArea_um2 = 6.653
syn-cell-area_um2 = 3692
yosysUniqueCellTypes = 67
syn_inst = 555
yosysTopAreaCell = ha_1

[grt]
antenna_found_initial = 0
overflow = 0
grt_pass1_vias = 3937
grt_max_degree = 42
met2_usage = 0.5144
grt.met3_usage = 0.03340
grtUsageTotal = 0.3206
grt.met1_usage = 0.4788
top_usage_layer = met2
grt_pass1_wl_mm = 19.34

[place]
hpwl_mm = 9.825
gp_congestion = 0.9902
placed_cell_area_um2 = 4748
numPortBuffers = 103
post-place-ws_ps = 4693

[job]
warning_count = 35
timing.max_cap.violations = 0

[power]
total_power_mw = 0.1866
switchingPower_mw = 0.09921
swShare = 0.5317
ir_worst_vdd_mv = 0.02247
p_clk_frac = 0
power.leakage_nw = 1.722
sequentialPowerShare = 0
combPwrFrac = 1.000
p_int_mw = 0.08737
power_density_nw_per_um2 = 39.30

[outcome]
status = finished clean

[clock_tree]
holdBufCountCts = 0
cts_setup_buffers = 0
ctsResizeCount = 0

[routing]
vias = 4659
ant_nets = 0
wl_mm = 12.30
drt_first_iter_violations = 381
n_antenna_cell = 0
routed_via_density = 6.417
route.detailed.drc = 0
wire_per_inst_um = 16.94
first_pass_iters = 5
tightest hold or removal path, cell delays in order:
cell and delay, ps:
buf_2 310, nand2_1 140, a311oi_1 180, clkdlybuf4s50_1 410
placed cells by master (no fill, tap or decap), types with 6 or more instances in the layout:
cell type,netlist,routed
o211ai_1,7,7
nand2b_1,8,8
a21oi_1,41,41
o31ai_1,16,16
nand3_1,14,14
inv_1,17,17
and3_1,6,6
buf_4,1,6
nand4_1,11,11
clkdlybuf4s50_1,0,102
a311oi_1,7,7
a211oi_1,7,7
nor3_1,10,10
o21ai_0,49,49
o22ai_1,7,7
xnor2_1,41,41
nand2_1,63,63
or3_1,7,7
o21a_1,10,10
nor2_1,29,29
a31oi_1,8,8
nor2b_1,7,7
or4_1,6,6
a21o_1,7,7
maj3_1,15,15
nor4_1,10,10
ha_1,35,35
power groups by stage:
stage                 logic [mW]  registers, mW  clock network, mW
after CTS                  0.184              0                  0
after global routing       0.204              0                  0
final                      0.187              0                  0
cell families (layout without fill, tap and decap cells):
kind of cell | after synthesis | in the layout | share of synthesized area
buffers and inverters | 51 | 126 | 0.05388
AND-OR/OR-AND | 211 | 211 | 0.3911
multiplexers | 3 | 3 | 0.008472
AND/OR/NAND/NOR | 193 | 193 | 0.2728
XOR/XNOR | 46 | 46 | 0.1091
adder cells (fa/ha/maj) | 51 | 51 | 0.1647
routing by layer:
metal  vias to the layer above  share of wire
met5                         -              0
met4                         0          0.012
met3                        14          0.089
met1                      2100           0.46
li1                       2297              -
met2                       248           0.44
path summary, 6_finish.rpt:
kind | from | endpoint
hold / removal | f[0] | result[1]
setup / recovery | b[4] | zero
per-stage QoR:
stage,utilization,std cells
after floorplan,-,555
after global placement,0.6838,726
after detailed placement,0.6838,726
after CTS,0.6838,726
after global routing,0.6838,726
final,0.6838,726
area by class of cell:
class	instances	area, um2	share of cell area
Multi-Input combinational cell	504	3493	0.7357
Timing Repair Buffer	109	1071	0.2256
Tap cell	96	120.1	0.02530
Inverter	17	63.81	0.01344
Power and IR drop assume default switching activity.
